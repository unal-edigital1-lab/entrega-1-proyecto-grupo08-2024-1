**design.v**
```verilog
module tamagotchi_fsm (
    input wire btn_salud,
	input wire btn_ali,
	input wire ult,
    input wire gyro,
	input wire btn_reset,
	input wire btn_test,
    input wire clk,  
    output reg clk_out,  
    output reg [3:0] display_out,
	output reg [1:0] display_out2,  
    output reg [6:0] seg_display,	  
	output reg an,  
    output reg tstled  
    );
    reg [3:0] nivel_salud;
    reg [3:0] nivel_energia;
    reg [3:0] nivel_hambre;
    reg [3:0] nivel_diversion;
    reg [3:0] energia_tst;
    reg [3:0] diversion_tst;
    reg [7:0] timer_salud, timer_energia, timer_hambre, timer_diversion;
    reg [7:0] timer_diversion2, timer_energia2;
    reg  test_mode;  
    reg dead_mode;  
    reg [22:0] contador;    
    parameter DIVISOR = 7500000;  
    initial begin
        nivel_salud <= 4'b0011;    
        nivel_energia <= 4'b0100;  
        nivel_hambre <= 4'b0101;   
        nivel_diversion <= 4'b0110;  
        timer_salud <= 0;
        timer_energia <= 0;
        timer_hambre <= 0;
        timer_diversion <= 0;
        display_out <= 4'b1000;  
        dead_mode <= 1'b0;
        test_mode <= 1'b0; 
        seg_display<= 7'b1111111;  
		contador = 0;
		clk_out = 0;
		an = 0;
		tstled <= 1;
        energia_tst <= 4'b0001;
        diversion_tst <= 4'b0001;
    end
    always @(posedge clk) begin
        if (contador == (DIVISOR - 1)) begin
            contador <= 0;
            clk_out <= ~clk_out;  
        end else begin
            contador <= contador + 1;
        end
    end
    always @(posedge clk_out) begin
		if (!btn_reset) begin  
            nivel_salud <= 4'b1000;    
            nivel_energia <= 4'b1000;  
            nivel_hambre <= 4'b1000;   
            nivel_diversion <= 4'b1000;  
            display_out[3:0] <= 4'b1000;  
            display_out2 <= 2'b00;
            test_mode <= 1'b0;  
            dead_mode <= 1'b0;
            tstled <= 1;
            energia_tst <= 4'b0001;
            diversion_tst <= 4'b0001;
            timer_diversion <= 0;
            timer_energia <= 0;
            timer_hambre <= 0;
            timer_salud <= 0;
        end
		if (!btn_test) begin  
            test_mode <= 1'b1;  
            tstled <= 0;
            nivel_diversion <= 4'b0001;
            nivel_energia <= 4'b0001;
            nivel_salud <= 4'b0001;
            nivel_hambre <= 4'b0001;
            dead_mode <= 1'b0;
            dead_mode <= 1'b0;
            display_out2 <= 2'b00;
        end
        if (nivel_diversion == 4'b0001 && nivel_energia == 4'b0001 && 
            nivel_salud == 4'b0001 && nivel_hambre == 4'b0001 && !test_mode) begin
            dead_mode <= 1'b1;
        end
		if (test_mode) begin
            if (!btn_salud && nivel_salud != 4'b0001) begin
                display_out[3:0] <= 4'b0000;  
                if (display_out[3:0] == 4'b0100) begin
                    nivel_salud <= 4'b0001;
                end
            end
            if (!btn_salud && nivel_salud == 4'b0001) begin
                display_out[3:0] <= 4'b0000;  
                if (display_out[3:0] == 4'b0000) begin
                    nivel_salud <= 4'b1010;
                end
            end
            if (!btn_ali && nivel_hambre != 4'b0001) begin
                display_out[3:0] <= 4'b0010;  
                if (display_out[3:0] == 4'b0110) begin
                    nivel_hambre <= 4'b0001;
                end
            end			
            if (!btn_ali && nivel_hambre == 4'b0001) begin
                display_out[3:0] <= 4'b0110;  
                if (display_out[3:0] == 4'b0010) begin
                    nivel_hambre <= 4'b1010;
                end
            end
            if (ult && diversion_tst == 4'b0001) begin
                display_out[3:0] <= 4'b0011;  
                if (display_out[3:0] == 4'b0011 && timer_diversion2 > 2) begin
                    nivel_diversion <= 4'b1010;
                    timer_diversion2 <= 0;
                    diversion_tst <= 4'b1010;
                end else timer_diversion2 <= timer_diversion2 + 1;
            end
            if (ult && diversion_tst == 4'b1010) begin
                display_out[3:0] <= 4'b0111;  
                if (display_out[3:0] == 4'b0111 && timer_diversion2 > 2) begin
                    nivel_diversion <= 4'b0001;
                    timer_diversion2 <= 0;
                    diversion_tst <= 4'b0001;
                end else timer_diversion2 <= timer_diversion2 + 1;
            end
            if (!gyro && energia_tst == 4'b0001) begin
                display_out[3:0] <= 4'b0001;  
                if (display_out[3:0] == 4'b0001 && timer_energia2 > 2) begin
                    nivel_energia <= 4'b1010;
                    timer_energia2 <= 0;
                    energia_tst <= 4'b1010;
                end else timer_energia2 <= timer_energia2 + 1;
            end
            if (!gyro && energia_tst == 4'b1010) begin
                display_out[3:0] <= 4'b0101;  
                if (display_out[3:0] == 4'b0101 && timer_energia2 > 2) begin
                    nivel_energia <= 4'b0001;
                    timer_energia2 <= 0;
                    energia_tst <= 4'b0001;
                end else timer_energia2 <= timer_energia2 + 1;
            end
        end 
        if (!dead_mode && !test_mode)begin
            if (!btn_salud && nivel_salud < 4'b0101) begin
                display_out[3:0] <= 4'b0000;  
                if (display_out[3:0] == 4'b0000) begin
                    nivel_salud <= nivel_salud + 1;  
                end
            end
            if (!btn_salud && nivel_salud > 4'b0100) begin
                display_out[3:0] <= 4'b0100;  
                if (nivel_salud < 4'b1010 && display_out[3:0] == 4'b0100) begin
                    nivel_salud <= nivel_salud + 1;  
                end
            end
			if (!btn_ali && nivel_hambre < 4'b0101) begin
                display_out[3:0] <= 4'b0010;  
                if (display_out[3:0] == 4'b0010) begin
                    nivel_hambre <= nivel_hambre + 1;  
                end
            end
            if (!btn_ali && nivel_hambre > 4'b0100) begin
                display_out[3:0] <= 4'b0110;  
                if (nivel_hambre < 4'b1010 && display_out[3:0] == 4'b0110) begin
                    nivel_hambre <= nivel_hambre + 1;  
                end
            end
			if (ult && nivel_diversion < 4'b0101)begin
				display_out[3:0] <= 4'b0011;  
				if (display_out[3:0] == 4'b0011 && timer_diversion2 == 6) begin
                    nivel_diversion <= nivel_diversion + 1;  
					 timer_diversion2 <= 0;
				end else timer_diversion2 <= timer_diversion2 + 1;
			end
			if (ult && nivel_diversion > 4'b0100)begin
				display_out[3:0] <= 4'b0111;  
				if (nivel_diversion[3:0] < 4'b1010 && display_out[3:0] == 4'b0111 && timer_diversion2 == 6) begin
                    nivel_diversion <= nivel_diversion + 1;  
				    timer_diversion2 <= 0;
				end else timer_diversion2 <= timer_diversion2 + 1;
			end
            if (!gyro && nivel_energia < 4'b0101)begin
				display_out[3:0] <= 4'b0101;  
                display_out2[1:0] <= 2'b01;  
					if (display_out2[1:0] == 2'b01 && timer_energia2 == 12) begin
						nivel_energia <= nivel_energia + 1;  
						timer_energia2 <= 0;
                end else timer_energia2 <= timer_energia2 + 1;
			end
            if (!gyro && nivel_energia > 4'b0100)begin
				display_out <= 4'b0101;  
                display_out2 <= 2'b01;  
				if (nivel_energia < 4'b1010 && display_out2 == 2'b01 && timer_energia2 == 12) begin
                    nivel_energia <= nivel_energia + 1;  
					timer_energia2 <= 0;
				end else timer_energia2 <= timer_energia2 + 1;
			end
		end
        if (!test_mode) begin
		    if (timer_salud == 24 && nivel_salud > 4'b0001) begin
                nivel_salud <= nivel_salud - 1;
                timer_salud <= 0;
            end else timer_salud <= timer_salud + 1;
				if (nivel_salud == 4'b0001)begin
					timer_salud <= 0;
				end
            if (gyro) begin
                if (!dead_mode) begin
			        display_out2 <= 2'b00;
		            if (timer_energia == 24 && nivel_energia > 4'b0001) begin
                        nivel_energia <= nivel_energia - 1;
                        timer_energia <= 0;
                    end else timer_energia <= timer_energia + 1;
				    if (nivel_energia == 4'b0001)begin
					timer_energia <= 0;
				    end
                end 
                if (dead_mode) begin
                    display_out2 <= 2'b11;
                end
            end
		    if (timer_hambre == 24 && nivel_hambre > 4'b0001) begin
                nivel_hambre <= nivel_hambre - 1;
                timer_hambre <= 0;
            end else timer_hambre <= timer_hambre + 1;
			if (nivel_hambre == 4'b0001)begin
		    	timer_hambre <= 0;
			end
		    if (timer_diversion == 24 && nivel_diversion > 4'b0001) begin
                nivel_diversion <= nivel_diversion - 1;
                timer_diversion <= 0;
            end else timer_diversion <= timer_diversion + 1;
			if (nivel_diversion == 4'b0001)begin
				timer_diversion <= 0;
			end
        end
        case (display_out[1:0])
            2'b00: display_out[2] <= (nivel_salud >= 4'd5) ? 1'b1 : 1'b0;  
            2'b01: display_out[2] <= (nivel_energia >= 4'd5) ? 1'b1 : 1'b0;  
            2'b10: display_out[2] <= (nivel_hambre >= 4'd5) ? 1'b1 : 1'b0;  
            2'b11: display_out[2] <= (nivel_diversion >= 4'd5) ? 1'b1 : 1'b0;  
        endcase
        case (display_out[1:0])
            2'b00: seg_display <= get_seg_display(nivel_salud);    
            2'b01: seg_display <= get_seg_display(nivel_energia);  
            2'b10: seg_display <= get_seg_display(nivel_hambre);   
            2'b11: seg_display <= get_seg_display(nivel_diversion);  
        endcase
    end
    function [6:0] get_seg_display;
        input [3:0] level;
        case (level)
            4'b0000: get_seg_display = 7'b1000000;  
            4'b0001: get_seg_display = 7'b1111001;  
            4'b0010: get_seg_display = 7'b0100100;  
            4'b0011: get_seg_display = 7'b0110000;  
            4'b0100: get_seg_display = 7'b0011001;  
            4'b0101: get_seg_display = 7'b0010010;  
            4'b0110: get_seg_display = 7'b0000010;  
            4'b0111: get_seg_display = 7'b1111000;  
            4'b1000: get_seg_display = 7'b0000000;  
            4'b1001: get_seg_display = 7'b0010000;  
            4'b1010: get_seg_display = 7'b0001000;  
            default: get_seg_display = 7'b1111111;  
        endcase
    endfunction
endmodule
```
**run.sh**
```bash
#!/bin/bash
# OpenROAD 26Q1-2900-gdf79404cd8, Yosys 0.63+post, stock flow scripts
make -C /OpenROAD-flow-scripts/flow DESIGN_CONFIG=/design/flow/config.mk WORK_HOME=/design/flow/orfs finish
```
**config.mk**
```make
export PLATFORM = sky130hd
export DESIGN_NAME = tamagotchi_fsm
export DESIGN_NICKNAME = tamagotchi_fsm
export VERILOG_FILES = /design/flow/design.v
export SDC_FILE = /design/flow/constraint.sdc
export NUM_CORES = 4
export LEC_CHECK = 1
export CORE_UTILIZATION = 30
```
**constraint.sdc**
```tcl
current_design tamagotchi_fsm

set clk_period 3.1
set clk_io_pct 0.2

create_clock -name clk0 -period $clk_period [get_ports {clk}]

set non_clock_inputs [all_inputs -no_clocks]
set_input_delay [expr $clk_period * $clk_io_pct] -clock clk0 $non_clock_inputs
set_output_delay [expr $clk_period * $clk_io_pct] -clock clk0 [all_outputs]
```
==> results.toml <==
# physical design summary
[yosys]
synthTopCellsByArea = "dfxtp_1 25%, edfxtp_1 11%, ha_1 6.6%"
ys_top_logic_family = "simple AND/OR/NAND/NOR gates"
ys_seq_share_pct = 35.76
synth_warnings = 1
yosys_area_um2 = 6969
async_flop_share_pct = 0
postSynthAreaPerCell_um2 = 8.346
netlist_area_um2 = 6969
ys.flops = 112
top_area_share_pct = 24.99
synthAoiAreaFrac_pct = 20.32
mux_area_share_pct = 1.023
top_area_cell = "dfxtp_1"
ys_top_cells_by_count = "87 x dfxtp_1, 86 x nor2_1, 66 x nand2_1"
yosysMostFrequentCell = "dfxtp_1"
ys_types = 85
synthAdderAreaFrac_pct = 6.643
syn_inst = 835
ys.flop_type = "dfxtp_1"
edf_count = 25
yosys.area_share.simple_pct = 26.01
yosysCellCount = 835
xor_share_pct = 5.655

[routing]
antenna-diode-count = 0
viasPerCell = 5.191
wl_um = 15900
drt-pass1-iter-count = 5
drc_errors = 0
vias = 5803
first_iter_violations = 370
ant_nets = 0
wl_per_cell_um = 14.22

[setup_path]
path_delay_family = "buffers and inverters"
slowest_stage = "clkdlybuf4s50_1"
end_kind = "output port"
crit_type = "flip-flop to output port"
cp_data_arrival_time_ns = 1.18
required_ns = 2.48
critPathBufInv = 1
crit_fanout = 2
crit_chain = "clkdlybuf4s50_1"
start_kind = "flip-flop"
slowest_delay_ns = 0.50

[timing]
rsz0062_at_grt = "false"
finClkSkew_ns = 0.002757
setup_viol = 0
unclocked_regs = 88
final_hold_viol_count = 0
period_minus_slack_ns = 1.803
setup_tns_ns = 0
final-max-slew-violation-count = 0
layout_worst_path_cycle_share_pct = 58.17
worst_pin_slew_ns = 0.8604
fmaxAchievable_mhz = 554.6
slew_headroom_pct = 42.58
untimed_endpoints = 126

[power_and_ir_drop]
powerDensity_nw_per_um2 = 91.34
peakVddDrop_uv = 168.6
p_leak_nw = 2.861
report.power.total_w = 0.0006888

[layout]
final_util_pct = 33.21
areaGrowthSynthToFinish_pct = 8.205
nFillCells = 2333
drive_gt1_share_pct = 5.402
final_cells = 1118

[die]
top_level_ports = 23
dieArea_um2 = 23840
num_rows = 55
fp_util_pct = 30.69
die_h_um = 154.4
die-width_um = 154.4
core_area_um2 = 22710

[clock_network]
cts_tree = "yes"
cts_root_buffer = "clkbuf_16"
clockBufferDepth = 2
postCtsSetupBuffers = 0
path_clk_slew_ns = 0.06
ctsResizeCount = 0
numCtsBuffers = 3
hold_buffers = 0
htreeDepth = 1
insertion_delay_ns = 0.25

[placement]
routabilityCongestion = 0.9241
dp_cells = 1114
io_buffers = 21
dpl.hpwl_um = 11830

[flow_run]
cap_viol_max_count = 0
warnings = 47

[global_route]
grt_pass1_vias = 5317
grt_pass1_wl_um = 26740
antenna_found_initial = 0
grt_max_degree = 53
grt-ovfl-total = 0
grt_usage_pct = 13.83

[run_status]
status = "finished, final reports clean"

[worst_hold_path]
hold_path_class = "flip-flop to flip-flop"
==> final cells by class <==
type                       instances  area, um2  area share, %
tap                              285      356.6          4.729
multi-input combinational        643       4168          55.27
inverter                          46      172.7          2.290
timing repair buffer              28      262.8          3.484
sequential                       112       2492          33.05
clock buffer                       4      88.84          1.178
==> state kept, by name (all words and copies together), names as in the netlist, 2 cells and up <==
signal            count
nivel_hambre          4
timer_diversion2      8
energia_tst           4
nivel_salud           4
seg_display           7
timer_salud           8
nivel_energia         4
timer_diversion       8
contador             23
display_out2          2
timer_energia2        8
timer_energia         8
diversion_tst         4
timer_hambre          8
display_out           4
nivel_diversion       4
==> metal layers <==
metal,part of all wire [%],routed length [um],global-route usage [%]
met5,0,0,0
met4,1.3,212,1.792
met3,3.2,513,1.113
met2,44,7012,21.87
met1,51,8158,21.48
==> path summary, 6_finish.rpt <==
check	start	end	slack [ns]	cells after the start
worst max-delay path	clk_out$_DFFE_PN_	clk_out	1.30	1
worst min-delay path	contador[22]$_SDFF_PN0_	contador[22]$_SDFF_PN0_	0.47	1
worst max register to register	contador[6]$_SDFF_PN0_	clk_out$_DFFE_PN_	1.46	4
worst min register to register	contador[22]$_SDFF_PN0_	contador[22]$_SDFF_PN0_	0.47	1
==> through the flow <==
stage	setup slack [ns]	area [um2]	hold WS [ns]
after CTS	1.289	7541	0.4780
after detailed placement	1.456	7452	0.4608
after global routing	1.255	7541	0.5153
after floorplan	1.172	6969	0.4297
after global placement	1.445	7452	0.4536
final	1.297	7541	0.4744
==> logic make-up after synthesis <==
family	count (synthesis)
AND-OR/OR-AND	213
XOR/XNOR	45
adder cells (fa/ha/maj)	37
buffers and inverters	80
flip-flops	112
multiplexers	7
other	1
AND/OR/NAND/NOR	340
==> where the power goes <==
| part | total [W] | internal (W) | switching, W |
|---|---|---|---|
| clock | 0.000297 | 0.000197 | 0.000101 |
| sequential | 0.000314 | 0.000314 | 0 |
| combinational | 0.0000771 | 0.0000278 | 0.0000494 |
==> cells in the final DEF, fill, tap and decap left out, types with 7 or more instances in the layout <==
cell,n
o211ai_1,9
a21oi_1,56
nand2_1,66
xor2_1,29
dfxtp_1,87
buf_4,7
o21ai_0,52
edfxtp_1,25
inv_1,45
nor2b_1,7
nor3_1,11
nand3b_1,11
xnor2_1,16
or2_2,11
nand2b_1,13
nand4_1,11
clkdlybuf4s50_1,21
nand3_1,47
ha_1,37
and3_1,19
nor2_1,86
a31oi_1,19
a21o_1,7
Power and IR drop assume default switching activity.
