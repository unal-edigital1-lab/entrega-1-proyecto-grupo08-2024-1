### design.v
module ContadorConEcho(
    input clk,
    input echo,
    output reg [31:0] echo_duration
);
reg [31:0] counter;
always @(posedge clk) begin
    if (echo) begin
        counter <= counter + 1;
    end else begin
        echo_duration <= counter;
        counter <= 0;
    end
end
endmodule
module ContadorConTrigger(
    input clk,
    output reg trig
);
parameter TRIG_PULSE_WIDTH = 10'd500;  
reg [31:0] counter;
always @(posedge clk) begin
    if (counter < TRIG_PULSE_WIDTH) begin
        counter <= counter + 1;
        trig <= 1;
    end else begin
        counter <= 0;
        trig <= 0;
    end
end
endmodule
module ControlLed (
    input clk,
    input [31:0] echo_duration,
    output reg aux
);
parameter DISTANCE_2CM = 14'd2900;  
parameter DISTANCE_5CM = 14'd14500;  
always @(clk) begin
    if (echo_duration > DISTANCE_2CM && echo_duration < DISTANCE_5CM) begin
        aux <= 1;  
    end else if (echo_duration > DISTANCE_5CM || echo_duration < DISTANCE_2CM) begin
        aux <= 0;  
    end
end
endmodule
module Salida (
    input clk,
    input aux,
    output reg led,
    output reg sens_ult
);
reg [31:0] countAux;
parameter downLed = 26'd5000000;
initial begin
    led = 1;
    sens_ult = 0;
    countAux = 0;
end
always @(posedge clk) begin
    if (aux == 1) begin
        led <= 0;
        sens_ult <= 1;
        countAux = 0;
    end else if(countAux > downLed) begin
        led <= 1;
        sens_ult <= 0;
    end
    countAux <= countAux + 1;
end
endmodule
module top (
    input clk,
    input echo,
    output trig,
	  output sens_ult,
    output led
);
wire [31:0] echo_duration;
wire aux;
ContadorConTrigger U_trigger(
    .clk(clk), 
    .trig(trig)
    );
ContadorConEcho U_echo(
    .clk(clk), 
    .echo(echo), 
    .echo_duration(echo_duration)
    );
ControlLed U_led(
	 .clk(clk),
    .echo_duration(echo_duration), 
    .aux(aux)
    );
Salida U_salida(
    .clk(clk),
    .aux(aux),
    .led(led),
    .sens_ult(sens_ult)
    );  
endmodule
### run.sh
#!/bin/bash
# OpenROAD 26Q1-2900-gdf79404cd8, Yosys 0.63+post, stock flow scripts
make -C /OpenROAD-flow-scripts/flow DESIGN_CONFIG=/design/flow/config.mk WORK_HOME=/design/flow/orfs finish
### config.mk
export PLATFORM = sky130hd
export DESIGN_NAME = top
export DESIGN_NICKNAME = top
export VERILOG_FILES = /design/flow/design.v
export SDC_FILE = /design/flow/constraint.sdc
export NUM_CORES = 4
export LEC_CHECK = 1
export CORE_UTILIZATION = 30
### constraint.sdc
current_design top

set clk_period 5.9
set clk_io_pct 0.2

create_clock -name clk0 -period $clk_period [get_ports {clk}]

set non_clock_inputs [all_inputs -no_clocks]
set_input_delay [expr $clk_period * $clk_io_pct] -clock clk0 $non_clock_inputs
set_output_delay [expr $clk_period * $clk_io_pct] -clock clk0 [all_outputs]
==> results.cfg <==
; yosys + openroad results
[run]
max_cap_violations = 0
tool_warnings = 25

[floorplanning]
fp.coreArea_sq_mm = 0.01652
fp.dieH_um = 131.7
placementRows = 47
die_w_um = 131.7
ios = 5
die_area_sq_mm = 0.01734
initCoreUtil = 0.3053

[cells_and_area]
drive_gt1_frac = 0.08604
fill_cells = 1588
layout_top_cell = dfxtp_1
area_delta_synth_final_pct = 19.30
fin_area_sq_mm = 0.006018
final_cell_mix = 99 x dfxtp_1, 74 x nor2_1, 40 x xor2_1

[critical_path]
r2r_slack_ns = 3.78
slowest_stage = clkdlybuf4s50_1
rr_endpoint = U_salida.countAux[25]
crit_family = buffers and inverters
reg2reg_from = U_salida.countAux[12]
required_ns = 4.72
critical_path_class = reg2out
critPathArrivalTime_ns = 1.19
path_buffers = 1
ff2ff_path_depth = 5
worstPathMaxFanout = 2
cp-end-kind = output pin
path_cells = clkdlybuf4s50_1
slowest_delay_ns = 0.46
start_kind = register

[synthesis]
syn_area_sq_mm = 0.005045
avgSynthCellArea_sq_um = 10.73
logic_family = simple AND/OR/NAND/NOR gates
synthAdderAreaFrac = 0.007440
yosys_area_sq_mm = 0.005045
xor_share = 0.1042
yosys_warnings = 4
syn_inst = 470
ys_sh_aoi = 0.03795
simple_gate_share = 0.2485
synthArstFlopShare = 0
flop_cell = dfxtp_1
ys_sh_mux = 0.002232
edf_count = 32
ys_cells = 470
synthDistinctLibCells = 51
numSynthFlops = 132

[detailed_routing]
wl_per_cell_um = 10.75
num_vias = 3276
ant_nets = 0
drc = 0
drt_iter0_drc = 139
avgViaCountPerCell = 4.409
antenna_cells = 0
dr.pass1.iters = 4
finalWirelength_um = 7984

[timing]
finalClockPeriodUsage = 0.4017
finalSetupTns_ns = 0
finalSetupViolations = 0
timing.hold.ws_ns = 0.4570
max_freq_mhz = 421.9
hold_viol = 0
fin_skew_ns = 0.01072
worst_pin_slew_ns = 0.8205
min_period_ns = 2.370
rsz0062_at_grt = false
untimed_endpoints = 1
slew_violations = 0
unclocked_regs = 1
maxSlewHeadroom = 0.4485

[global_routing]
grt_pass1_wl_um = 14150
grt_antenna_before_repair = 0
grt_pass1_vias = 3135
grt_use_total = 0.09960
overflow = 0
grt_max_degree = 51

[clocking]
postCtsHoldBufs = 0
cts.root.buffer_cell = clkbuf_16
ctsLongestPathBuffers = 2
cts_made_buffers = 17
postCtsSetupRepairBufs = 0
cts_tree = done
path_clk_slew_ns = 0.06
clk_latency_ns = 0.40
cts_resized = 0
htree_levels = 4

[placed_design]
dp_hpwl_um = 5125
portBuffers = 4
gp_congestion = 0.7797
place_area_sq_mm = 0.005435

[worst_hold_path]
min_path_cells = 0
hp-class = reg2reg
hold_end = U_echo.echo_duration[31]
worstHoldStart = U_echo.counter[31]

[power_and_ir_drop]
power_density_mw_per_mm2 = 324.9
p_leak_nw = 2.291
ir_worst_vdd_mv = 0.2289

[run_status]
status = completed
-- final cells by class --
type	count	area [sq um]	area share
clock buffer	20	489.2	0.08129
clock inverter	12	93.84	0.01559
inverter	9	33.78	0.005613
multi-input combinational	343	2106	0.3499
sequential	132	2958	0.4915
tap	220	275.3	0.04574
timing repair buffer	7	62.56	0.01040
-- Yosys cell counts, drive strengths merged, types with 2 or more instances --
| cell | number | area, sq um |
|---|---|---|
| dfxtp | 99 | 1982 |
| nor2 | 74 | 277.8 |
| xor2 | 40 | 350.3 |
| edfxtp | 32 | 960.9 |
| nand3 | 27 | 135.1 |
| nand4 | 25 | 177.7 |
| nand2 | 22 | 82.58 |
| xnor2 | 20 | 175.2 |
| nor4 | 18 | 155.1 |
| and3 | 13 | 81.33 |
| o21ai | 10 | 50.05 |
| inv | 9 | 33.78 |
| nor3 | 8 | 45.04 |
| a21oi | 7 | 35.03 |
| nor2b | 7 | 43.79 |
| and4 | 6 | 52.55 |
| clkbuf | 6 | 22.52 |
| or3 | 5 | 31.28 |
| and2 | 4 | 25.02 |
| ha | 3 | 37.54 |
| or4 | 3 | 26.27 |
| a211o | 2 | 17.52 |
| a211oi | 2 | 15.01 |
| buf | 2 | 7.510 |
| nand2b | 2 | 12.51 |
| nand4b | 2 | 17.52 |
| nand4bb | 2 | 22.52 |
| nor4b | 2 | 17.52 |
| o211ai | 2 | 15.01 |
-- registers in the layout, indices dropped and copies added (netlist names) --
name / flops
U_salida.countAux: 32
U_echo.counter: 32
U_trigger.counter: 32
U_salida.sens_ult: 1
U_echo.echo_duration: 32
U_trigger.trig: 1
U_led.aux: 1
U_salida.led: 1
-- metrics by stage --
step                      total power, mW    util  instances  setup slack [ns]
after detailed placement           0.9832  0.3289        711             3.158
after floorplan                    0.9767       -        492             3.119
after global routing                2.032  0.3642        743             3.462
after global placement             0.9817  0.3289        711             3.194
final                               1.955  0.3642        743             3.530
after CTS                           1.979  0.3642        743             3.511
-- logic make-up after synthesis --
kind of cell	count (synthesis)
multiplexers	1
flip-flops	131
AND-OR/OR-AND	30
latches	1
buffers and inverters	17
other	1
XOR/XNOR	60
adder cells (fa/ha/maj)	3
AND/OR/NAND/NOR	226
-- routing by layer --
metal	GRT usage	up-vias	part of all wire
met4	0.01163	0	0.0085
met5	0	-	0
met2	0.1476	39	0.42
met3	0.02719	6	0.032
met1	0.1545	1496	0.54
li1	-	1735	-
-- where the power goes --
part	internal [mW]	leakage, nW	switching (mW)
Sequential	0.938	1.15	0.00847
Combinational	0.00551	0.861	0.0123
Clock	0.604	0.283	0.387
-- how the worst max path moves through the flow --
stage,from,cells after the start,to,slack [ns]
4_1_cts,U_salida.led,1,led,3.51
5_1_grt,U_salida.sens_ult,1,sens_ult,3.46
6_report,U_salida.sens_ult,1,sens_ult,3.53
No activity file was given, so power comes from the tool's default toggle rates.
