File: flow/config.mk
export PLATFORM = sky130hd
export DESIGN_NAME = btnRT
export DESIGN_NICKNAME = btnRT
export VERILOG_FILES = /design/flow/design.v
export SDC_FILE = /design/flow/constraint.sdc
export NUM_CORES = 4
export LEC_CHECK = 1
export CORE_AREA = 10 10 106 106
export DIE_AREA = 0 0 116 116
File: flow/constraint.sdc
current_design btnRT

set clk_period 5.3
set clk_io_pct 0.2

create_clock -name clk0 -period $clk_period [get_ports {clk}]

set non_clock_inputs [all_inputs -no_clocks]
set_input_delay [expr $clk_period * $clk_io_pct] -clock clk0 $non_clock_inputs
set_output_delay [expr $clk_period * $clk_io_pct] -clock clk0 [all_outputs]
File: flow/design.v
module btnRT (
    input clk,
    input boton_in,
    output reg boton_out
);
    localparam COUNT_LIMIT = 28'd250000000;  
    reg [$clog2(COUNT_LIMIT)+1:0] counter;  
    initial begin
        boton_out = 1;
        counter = 0;
    end
	 always @(posedge clk) begin
	   if(boton_in == 0) begin
		counter <= counter + 1;
			if(counter > COUNT_LIMIT) begin
				boton_out <= 0;
			end else begin
				boton_out <= 1;
			end
		end else begin
			boton_out <= 1;
			counter <= 0;
		end
	 end
endmodule
File: flow/run.sh
#!/bin/bash
# OpenROAD 26Q1-2900-gdf79404cd8, Yosys 0.63+post, stock flow scripts
make -C /OpenROAD-flow-scripts/flow DESIGN_CONFIG=/design/flow/config.mk WORK_HOME=/design/flow/orfs finish
==> reports/qor.yml <==
period_minus_slack_ns: 2.143
clock_latency_ns: 0.28
netlist_area_sq_um: 1592
yosys-stat-area_sq_um: 1592
rsz0062_at_grt: "false"
fp.dieH_microns: 116
clock-sinks: 31
drive_above_1_share_pct: 6.989
power_density_nw_per_um2: 234.3
routed_via_density: 4.548
numCtsBuffers: 5
cp.required_ns: 4.24
hold_violations: 0
gp_congestion: 0.8133
clock_skew_ns: 0.005526
yosys_cells: 186
cts_root_buf: "clkbuf_8"
coreArea_sq_um: 8848
io_buffer_count: 2
max_stage_delay_ns: 0.49
tns_ns: 0
crit_type: "reg2out"
syn_avg_cell_area_sq_um: 8.557
leakagePower_uw: 0.0005460
wire_per_inst_microns: 10.90
globalRouteTotalUtil_pct: 4.684
vdd_drop_max_uv: 108.7
post-route-period-util_pct: 40.43
cp_cell_sequence: "clkdlybuf4s50_1"
pwr-share-clk_pct: 41.0
comb_power_share_pct: 2.3
pwr-share-seq_pct: 56.7
rows: 34
hold_buffers: 0
antenna_found_initial: 0
grt-ovfl-total: 0
postCtsSetupRepairBufs: 0
total_power_uw: 418.6
pre_cts_slack_ns: 3.232
switchingPower_uw: 87.94
cts.reportedPaths.clkPinSlew_ns: 0.06
antennaDiodeCount: 0
edf_count: 0
crit_arrival_ns: 1.08
vias: 1337
internal_power_uw: 330.7
setup_viol: 0
ys_seq_share_pct: 38.99
cts_resized: 0
startpoint_type: "flip-flop"
drcViolationCount: 0
cts.path.max_buffers: 2
nFillCells: 979
drv_cap: 0
antenna_left: 0
end_kind: "output port"
ys.flop_type: "dfxtp_1"
io-pin-count: 3
design_area_sq_um: 1787
drt-total-wl_microns: 3204
finalMaxSlewViolations: 0
async_flop_share_pct: 0
first_pass_iters: 4
dp_hpwl_microns: 2149
tool_warnings: 26
max_freq_ghz: 0.4666
cp_top_family: "buffers and inverters"
top_area_share_pct: 38.99
die_x_microns: 116
yosys-top-cells-area: "dfxtp_1 (39%), xor2_1 (6.1%), a21oi_1 (4.7%)"
synthCells: 186
chipArea_sq_um: 13460
numSynthFlops: 31
grt_pass1_wl_microns: 5520
fp-utilization_pct: 17.99
fin_ws_ns: 3.157
placed_cells: 286
drtIter0Drc: 110
slew_headroom_pct: 68.03
swShare_pct: 21.01
status: "complete, no violations"
grt_max_degree: 32
yosysWarnings: 1
grt_pass1_vias: 1219
min_path_type: "reg2reg"
areaGrowthSynthToFinish_pct: 12.26
synth_cell_types: 34
largest_area_cell: "dfxtp_1"
cpMaxStageDelayCell: "clkdlybuf4s50_1"
placed_area_sq_um: 1705
cts_tree: "done"
cts_max_level: 2
reg2reg_slack_ns: 3.30
tightest_slew_ns: 0.4675
cp_max_fo: 1
path_buffers: 1
instances_no_fill: 294
routing by layer:
metal / track usage [%] / share of wire, % / vias to the layer above
met1: 7.099 / 52 / 617
met3: 0.6803 / 3.4 / 5
met2: 6.978 / 43 / 22
li1: - / - / 693
met5: 0 / 0 / -
met4: 0.8340 / 1.7 / 0
area by class of cell:
type | count | area [sq um] | area share (%)
inverter | 6 | 22.52 | 1.261
tap | 108 | 135.1 | 7.563
clock inverter | 1 | 5.005 | 0.2801
sequential | 31 | 620.6 | 34.73
clock buffer | 7 | 76.32 | 4.272
multi-input combinational | 138 | 899.6 | 50.35
timing repair buffer | 3 | 27.53 | 1.541
power by group through the flow:
stage	sequential, uW	combinational (uW)	clock (uW)
after CTS	237	10.0	179
after global routing	238	11.1	187
final	237	9.70	172
sequential cells by signal, summed over array words and instances (netlist names):
register   count
counter       30
boton_out      1
metrics by stage:
stage	util [%]	hold slack [ns]
6_report	20.19	0.4883
5_1_grt	20.19	0.5341
4_1_cts	20.19	0.4975
3_5_place_dp	19.27	0.4846
3_3_place_gp	19.27	0.4617
2_1_floorplan	-	0.4373
final timing paths:
| check | to | cells past startpoint | from |
|---|---|---|---|
| setup reg to reg | counter[22] | 5 | counter[0] |
| setup / recovery | boton_out | 1 | boton_out |
| hold / removal | counter[0] | 1 | counter[0] |
| hold reg to reg | counter[0] | 1 | counter[0] |
kinds of logic after synthesis:
logic type / count (synthesis) / share of synthesized area (%)
adders and majority gates: 2 / 1.572
AOI/OAI and AO/OA: 35 / 13.21
buffers and inverters: 17 / 4.481
and+or+nand+nor: 87 / 34.04
DFF: 31 / 38.99
xor gates and xnor gates: 14 / 7.705
cells in the final DEF (no fill, tap or decap), types with 5 or more instances in the layout:
master / instances
dfxtp_1: 31
nor2_1: 17
a21oi_1: 15
nand3_1: 12
nand4_1: 12
xor2_1: 11
or4_1: 10
o31ai_1: 9
nand2_1: 8
o21ai_0: 7
inv_1: 6
or3_1: 6
and4_1: 5
clkbuf_8: 5
cell usage after synthesis, types with 2 or more instances:
library cell / count
dfxtp_1: 31
nor2_1: 17
a21oi_1: 15
nand3_1: 12
nand4_1: 12
xor2_1: 11
or4_1: 10
o31ai_1: 9
nand2_1: 8
o21ai_0: 7
inv_1: 6
or3_1: 6
and4_1: 5
clkbuf_1: 5
buf_2: 3
nor4_1: 3
xnor2_1: 3
and3_1: 2
buf_1: 2
ha_1: 2
nand4_4: 2
nand4b_1: 2
nor2b_1: 2
Power figures rest on the tool's default switching activity, not on a simulated workload.
